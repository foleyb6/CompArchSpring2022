==> flow/run.sh <==
#!/bin/bash
# OpenROAD 26Q1-2900-gdf79404cd8, Yosys 0.63+post, stock flow scripts
make -C /OpenROAD-flow-scripts/flow DESIGN_CONFIG=/design/flow/config.mk WORK_HOME=/design/flow/orfs finish
==> flow/config.mk <==
export PLATFORM = sky130hd
export DESIGN_NAME = ALU
export DESIGN_NICKNAME = ALU
export VERILOG_FILES = /design/flow/design.v
export SDC_FILE = /design/flow/constraint.sdc
export NUM_CORES = 4
export LEC_CHECK = 1
export CORE_UTILIZATION = 30
==> flow/constraint.sdc <==
current_design ALU

set clk_period 24.6
set clk_io_pct 0.2

create_clock -name clk0 -period $clk_period

set non_clock_inputs [all_inputs -no_clocks]
set_input_delay [expr $clk_period * $clk_io_pct] -clock clk0 $non_clock_inputs
set_output_delay [expr $clk_period * $clk_io_pct] -clock clk0 [all_outputs]
==> flow/design.v <==
module ALU(DataA, DataB, OPCode, Calc, Clock);
input [31:0] DataA, DataB;
input [2:0] OPCode;
output reg [32:0] Calc;
output reg Clock;
initial begin
	Clock <= 0;
end
always @(OPCode) begin
	case(OPCode)
	3'b000 : Calc <= DataA + DataB;
	3'b001 : Calc <= DataA - DataB;
	3'b010 : Calc <= DataA & DataB;
	3'b011 : Calc <= DataA | DataB;
	3'b100 : Calc <= ~(DataA | DataB);
	3'b101 : Calc <= DataA ^ DataB;
	3'b110 : Calc <= DataA << DataB;
	3'b111 : Calc <= DataA >> DataB;
	endcase
	Clock <= ~Clock;
end
endmodule
==> run notes <==
Implementation progress

The run finished with clean final reports. The initial antenna violation count came to 1. The critical path goes through buf_2 -> nor2_1 -> nand2_1 -> nor4_1 -> nand3_1 -> nor2_1 -> a31oi_1 -> xnor2_1 -> ha_1 -> and3_1 -> nand3_1 -> or3_1 -> o32a_1 -> a31oi_1 -> and4_1 -> o21ai_0 -> a2111oi_0 -> or3_1 -> clkdlybuf4s50_1.

The global route stage reports its total congestion overflow as 0. The total count of hold-check failures in the final report stands at 0. The largest net degree at the start of global routing stands at ~70. The synthesis report lists the most area-consuming cells as ha_1 15%, a21oi_1 8.2%, mux4_2 7.4%, mux2i_1 6.8%, o21ai_0 6.1%. The overall die area stands at about 0.028 mm². Checking hold timing, the worst path is listed with class input pin to output port. Once detailed placement completed, the half-perimeter wirelength came to around 31 mm. The wire length of the first global-routing pass stands at between 50 and 60 mm. Of all nets on the critical path, the largest fanout is 28. The flow measured a signed area growth from synthesis to layout of 14.83%. The total of cells resized after clock tree synthesis stands at 0. In this run the maximum-capacitance check reported violations numbering 0. The number of placed I/O pins stands at 101.

The proportion of layout cells with a drive suffix above 1 stands at about 7.4%. The total of hold buffers inserted after clock tree synthesis stands at 0. Once layout is complete, the cells apart from fillers number around 1600. The synthesized netlist handed to floorplanning was reported with a cell count of approximately 1200. In this run the biggest area consumer among cell types represents 14.76% of the synthesized area. The required time of the critical path stands at about 20000 ps. The total tool warning count stands at approximately 65. The number of iterations in the first detailed-routing pass stands at 7.

The routed layout reports a DRC error count of 0. The number of setup buffers added after CTS stands at 0. Synthesis instantiated around 75 different standard cells from the library. The most critical setup path has its startpoint at DataB[2]. The core box area stands at 0.02695 mm². The design has 0 sequential cells. The utilization of the core after routing stands at 35.05%. Per the OpenROAD floorplan log, the height of the die is around 170 µm.

The per-cell via count in the routed design stands at approximately 6. The die is roughly 170 µm wide. The number of I/O port buffers stands at ~100. The worst setup path is of the input pin to output port kind. The biggest cell delay along the critical path stands at ~730 ps. The maximum clock rate stands at ~0.064 GHz. The detail route stage leaves a number of antenna-violating nets equal to 0.

The leakage component of the power stands at just under 0.004 µW. The detailed router placed 9919 vias in this run. The layout has 0 clock buffers.

Dividing the synthesized area by the synthesized cell count gives approximately 6.6 µm². The number of placed instances, taps included, is about 1600. In this run the cell area of the synthesized design comes to between 0.008 and 0.009 mm². At the pin with the least slew margin, the transition time is just over 1000 ps. RePlAce ended its routability-driven mode at a weighted congestion of approximately 1.0. The per-cell routed wire length stands at ~25 µm. The data arrival time of the worst path stands at around 11000 ps. The worst-case vdd ir drop stands at roughly 0.012 mV. The worst path needs 15610 ps of the cycle, external delays included. The post-detailed-routing wire length stands at around 40 mm. OpenROAD reports that the post-layout worst path occupies a little under two thirds of the period.

In the final layout, flip-flops and latches occupy 0 µm². The number of placement rows stands at around 60. The cell depth of the worst min-delay path stands at 5.

Adding up every negative setup slack in the final design gives 0 ps. The last timing report of the flow puts the setup violation total at 0. STA lists the startpoint of the worst hold path as DataB[1]. Setup repair after global routing left no endpoint under its margin.

Overall routing resource usage recorded by global route was between 20 and 30%. The number of standard cells reported by yosys stands at between 1000 and 1500. Warnings reported by Yosys during synthesis add up to 2. The synthesized chip area reported by yosys stands at 0.008225 mm². Sequential cells were found to cover 0% of the synthesized design area. Measured against its own limit, the worst slew margin works out to between 20% and 30%.

The power density relative to cell area stands at between 20 and 25 mW/mm². STA classifies the critical path startpoint as an input pin. The final-report max-slew violation count stands at 0. The biggest area contributor in the post-synthesis netlist is ha_1. The initial detailed-routing violation count stands at between 900 and 1000. The largest individual stage delay along the critical path comes from the cell nor4_1. The starting density of the core stands at a little under a third. The worst setup path is captured at an output port. The number of global-route vias before repair stands at around 9200. The worst hold slack after final layout stands at between 10000 and 15000 ps.
==> stage by stage <==
step | power [µW] | cell area [µm²] | setup WS, ps
finish | 216.3 | 9445 | 8988
global route | 233.9 | 9443 | 8624
CTS | 212.1 | 9443 | 9127
detailed placement | 210.6 | 9443 | 9162
global placement | 211.4 | 9443 | 9197
floorplan | 130.3 | 8225 | 10000
==> cell type report <==
cell class / count / area, µm²
inverter: 78 / 292.8
timing repair buffer: 127 / 1184
multi-input combinational: 1065 / 7540
antenna: 1 / 2.502
tap: 341 / 426.7
fill: 2879 / 17510
==> cell usage in the layout, fill, tap and decap left out, drive strengths merged, types with 7 or more instances in the layout <==
cell / count
o2bb2ai: 7
nand2b: 11
nand2: 125
mux2: 19
a21oi: 134
o221ai: 11
a211o: 9
nor4: 13
a31oi: 21
mux2i: 56
ha: 97
xor2: 11
nand3: 22
mux4: 27
o21ai: 101
a211oi: 31
inv: 78
nor2: 127
xnor2: 40
or3: 13
buf: 32
a21o: 17
nor3: 37
nand4: 7
clkdlybuf4s50: 95
o211ai: 13
o22ai: 22
==> cell families (layout without fill, tap and decap cells) <==
logic type	after synthesis	after routing	synth area share (%)
AND-OR/OR-AND	433	433	33.21
multiplexers	102	102	16.81
adder cells (fa/ha/maj)	98	98	15.00
XOR/XNOR	51	51	5.431
buffers and inverters	173	205	8.412
other	1	2	0.04559
AND/OR/NAND/NOR	380	380	21.10
==> critical path: cells and delay by family <==
kind	cells	cell delay [ps]
simple gates	10	3220
xor+xnor	1	150
compound gates	5	1230
buf+inv	2	740
fa+ha+maj	1	410
==> routing by layer <==
layer  vias up  routed length (µm)  track usage (%)  part of all wire [%]
li1       4666                   -                -                     -
met1      4670               18590            42.99                    47
met2       529               16560            40.53                    42
met3        54                3795            5.489                   9.5
met4         0                 873            5.824                   2.2
met5         -                   0                0                     0
==> final timing paths <==
| path | end | slack (ps) |
|---|---|---|
| max | Calc[31] | 8990 |
| min | Calc[3] | 10990 |
==> Yosys cell counts, types with 5 or more instances <==
library cell and instances:
or3_1 12, o21ai_0 100, a211oi_1 30, ha_1 97
o21a_1 5, inv_1 78, xor2_1 11, a2111oi_0 6
a21oi_1 134, nor2_1 127, nor4_1 11, o31ai_1 6
a21o_1 17, o2bb2ai_1 7, nand2_1 124, buf_2 16
nand2b_1 11, clkbuf_1 53, mux2_2 19, nor3_1 36
mux4_2 27, a221oi_1 6, a31oi_1 21, o22ai_1 22
nand3_1 21, nand4_1 7, xnor2_1 40, and3_1 6
a211o_1 9, mux2i_1 56, o221ai_1 11, o211ai_1 13
buf_1 22
==> report_power, final <==
group          switching (µW)     total [µW]      internal (µW)
Sequential                  0              0                  0
Clock                       0  0.00000000940  -0.00000000000435
Combinational             126            216               90.3
Total                     126            216               90.3
Power is estimated from default activity; no workload was simulated.
