**flow/config.mk**
```make
export PLATFORM = sky130hd
export DESIGN_NAME = Register
export DESIGN_NICKNAME = Register
export VERILOG_FILES = /design/flow/design.v
export SDC_FILE = /design/flow/constraint.sdc
export NUM_CORES = 4
export LEC_CHECK = 1
export CORE_UTILIZATION = 50
```
**flow/constraint.sdc**
```tcl
current_design Register

set clk_period 12.0
set clk_io_pct 0.2

create_clock -name clk0 -period $clk_period [get_ports {Clock}]

set non_clock_inputs [all_inputs -no_clocks]
set_input_delay [expr $clk_period * $clk_io_pct] -clock clk0 $non_clock_inputs
set_output_delay [expr $clk_period * $clk_io_pct] -clock clk0 [all_outputs]
```
**flow/design.v**
```verilog
module CompArchReg(R, DataI, Clock, Reset, EnWri);
input Clock, Reset, EnWri;
input [31:0] DataI;
output reg [31:0] R;
always @(posedge Clock)
begin
	if(Reset == 1)
	begin
		R = 0;
	end
	else if(EnWri == 1)
	begin
		R = DataI;
	end
	else
	begin
		R = R;
	end
end
endmodule
module Decoder(Selector, WriAdd, WriEn, Clock);
input [4:0] WriAdd;
input WriEn, Clock;
output reg [31:0] Selector;
always @(posedge Clock)
if(WriEn == 1)
begin
	case(WriAdd)
	5'b00000 : Selector = 32'b00000000000000000000000000000001;
	5'b00001 : Selector = 32'b00000000000000000000000000000010;
	5'b00010 : Selector = 32'b00000000000000000000000000000100;
	5'b00011 : Selector = 32'b00000000000000000000000000001000;
	5'b00100 : Selector = 32'b00000000000000000000000000010000;
	5'b00101 : Selector = 32'b00000000000000000000000000100000;
	5'b00110 : Selector = 32'b00000000000000000000000001000000;
	5'b00111 : Selector = 32'b00000000000000000000000010000000;
	5'b01000 : Selector = 32'b00000000000000000000000100000000;
	5'b01001 : Selector = 32'b00000000000000000000001000000000;
	5'b01010 : Selector = 32'b00000000000000000000010000000000;
	5'b01011 : Selector = 32'b00000000000000000000100000000000;
	5'b01100 : Selector = 32'b00000000000000000001000000000000;
	5'b01101 : Selector = 32'b00000000000000000010000000000000;
	5'b01110 : Selector = 32'b00000000000000000100000000000000;
	5'b01111 : Selector = 32'b00000000000000001000000000000000;
	5'b10000 : Selector = 32'b00000000000000010000000000000000;
	5'b10001 : Selector = 32'b00000000000000100000000000000000;
	5'b10010 : Selector = 32'b00000000000001000000000000000000;
	5'b10011 : Selector = 32'b00000000000010000000000000000000;
	5'b10100 : Selector = 32'b00000000000100000000000000000000;
	5'b10101 : Selector = 32'b00000000001000000000000000000000;
	5'b10110 : Selector = 32'b00000000010000000000000000000000;
	5'b10111 : Selector = 32'b00000000100000000000000000000000;
	5'b11000 : Selector = 32'b00000001000000000000000000000000;
	5'b11001 : Selector = 32'b00000010000000000000000000000000;
	5'b11010 : Selector = 32'b00000100000000000000000000000000;
	5'b11011 : Selector = 32'b00001000000000000000000000000000;
	5'b11100 : Selector = 32'b00010000000000000000000000000000;
	5'b11101 : Selector = 32'b00100000000000000000000000000000;
	5'b11110 : Selector = 32'b01000000000000000000000000000000;
	5'b11111 : Selector = 32'b10000000000000000000000000000000;
	endcase
end
else
begin
Selector = 32'b00000000000000000000000000000000;
end
endmodule
module Multiplex(R0, R1, R2, R3, R4, R5, R6, R7, R8, R9, R10, R11, R12, R13, R14, R15, R16, R17, R18, R19, R20, R21, R22, R23, R24, R25, R26, R27, R28, R29, R30, R31, ReadAdd, Output, Clock);
input [31:0] R0, R1, R2, R3, R4, R5, R6, R7, R8, R9, R10, R11, R12, R13, R14, R15, R16, R17, R18, R19, R20, R21, R22, R23, R24, R25, R26, R27, R28, R29, R30, R31;
input [4:0] ReadAdd;
input Clock;
output reg [31:0] Output;
always @(posedge Clock)
begin
case(ReadAdd)
	5'b00000 : Output = R0;
	5'b00001 : Output = R1;
	5'b00010 : Output = R2;
	5'b00011 : Output = R3;
	5'b00100 : Output = R4;
	5'b00101 : Output = R5;
	5'b00110 : Output = R6;
	5'b00111 : Output = R7;
	5'b01000 : Output = R8;
	5'b01001 : Output = R9;
	5'b01010 : Output = R10;
	5'b01011 : Output = R11;
	5'b01100 : Output = R12;
	5'b01101 : Output = R13;
	5'b01110 : Output = R14;
	5'b01111 : Output = R15;
	5'b10000 : Output = R16;
	5'b10001 : Output = R17;
	5'b10010 : Output = R18;
	5'b10011 : Output = R19;
	5'b10100 : Output = R20;
	5'b10101 : Output = R21;
	5'b10110 : Output = R22;
	5'b10111 : Output = R23;
	5'b11000 : Output = R24;
	5'b11001 : Output = R25;
	5'b11010 : Output = R26;
	5'b11011 : Output = R27;
	5'b11100 : Output = R28;
	5'b11101 : Output = R29;
	5'b11110 : Output = R30;
	5'b11111 : Output = R31;
endcase
end
endmodule
module Register(Clock, Reset, EnWri, WriAdd, DataI, ReadA, ReadB, DataA, DataB);
input Clock, Reset, EnWri;
input [31:0] DataI;
input [4:0] WriAdd, ReadA, ReadB;
output [31:0] DataA, DataB;
wire [31:0] Selector;
wire [31:0] R0, R1, R2, R3, R4, R5, R6, R7, R8, R9, R10, R11, R12, R13, R14, R15, R16, R17, R18, R19, R20, R21, R22, R23, R24, R25, R26, R27, R28, R29, R30, R31;
Decoder Dec (Selector, WriAdd, EnWri, Clock);
CompArchReg Reg0 (R0, DataI, Clock, Reset, Selector[0]);
CompArchReg Reg1 (R1, DataI, Clock, Reset, Selector[1]);
CompArchReg Reg2 (R2, DataI, Clock, Reset, Selector[2]);
CompArchReg Reg3 (R3, DataI, Clock, Reset, Selector[3]);
CompArchReg Reg4 (R4, DataI, Clock, Reset, Selector[4]);
CompArchReg Reg5 (R5, DataI, Clock, Reset, Selector[5]);
CompArchReg Reg6 (R6, DataI, Clock, Reset, Selector[6]);
CompArchReg Reg7 (R7, DataI, Clock, Reset, Selector[7]);
CompArchReg Reg8 (R8, DataI, Clock, Reset, Selector[8]);
CompArchReg Reg9 (R9, DataI, Clock, Reset, Selector[9]);
CompArchReg Reg10 (R10, DataI, Clock, Reset, Selector[10]);
CompArchReg Reg11 (R11, DataI, Clock, Reset, Selector[11]);
CompArchReg Reg12 (R12, DataI, Clock, Reset, Selector[12]);
CompArchReg Reg13 (R13, DataI, Clock, Reset, Selector[13]);
CompArchReg Reg14 (R14, DataI, Clock, Reset, Selector[14]);
CompArchReg Reg15 (R15, DataI, Clock, Reset, Selector[15]);
CompArchReg Reg16 (R16, DataI, Clock, Reset, Selector[16]);
CompArchReg Reg17 (R17, DataI, Clock, Reset, Selector[17]);
CompArchReg Reg18 (R18, DataI, Clock, Reset, Selector[18]);
CompArchReg Reg19 (R19, DataI, Clock, Reset, Selector[19]);
CompArchReg Reg20 (R20, DataI, Clock, Reset, Selector[20]);
CompArchReg Reg21 (R21, DataI, Clock, Reset, Selector[21]);
CompArchReg Reg22 (R22, DataI, Clock, Reset, Selector[22]);
CompArchReg Reg23 (R23, DataI, Clock, Reset, Selector[23]);
CompArchReg Reg24 (R24, DataI, Clock, Reset, Selector[24]);
CompArchReg Reg25 (R25, DataI, Clock, Reset, Selector[25]);
CompArchReg Reg26 (R26, DataI, Clock, Reset, Selector[26]);
CompArchReg Reg27 (R27, DataI, Clock, Reset, Selector[27]);
CompArchReg Reg28 (R28, DataI, Clock, Reset, Selector[28]);
CompArchReg Reg29 (R29, DataI, Clock, Reset, Selector[29]);
CompArchReg Reg30 (R30, DataI, Clock, Reset, Selector[30]);
CompArchReg Reg31 (R31, DataI, Clock, Reset, Selector[31]);
Multiplex MulA (R0, R1, R2, R3, R4, R5, R6, R7, R8, R9, R10, R11, R12, R13, R14, R15, R16, R17, R18, R19, R20, R21, R22, R23, R24, R25, R26, R27, R28, R29, R30, R31, ReadA, DataA, Clock); 
Multiplex MulB (R0, R1, R2, R3, R4, R5, R6, R7, R8, R9, R10, R11, R12, R13, R14, R15, R16, R17, R18, R19, R20, R21, R22, R23, R24, R25, R26, R27, R28, R29, R30, R31, ReadB, DataB, Clock);
endmodule
```
**flow/run.sh**
```bash
#!/bin/bash
# OpenROAD 26Q1-2900-gdf79404cd8, Yosys 0.63+post, stock flow scripts
make -C /OpenROAD-flow-scripts/flow DESIGN_CONFIG=/design/flow/config.mk WORK_HOME=/design/flow/orfs finish
```
==> summary.json <==
{
  "pin_count": 114,
  "p_leak_nw": 19.3,
  "rows": 116,
  "outcome": "finished clean",
  "routed-via-count": 49900,
  "drt_drc_violations_left": 0,
  "maxCapViolations": 0,
  "clk_path_buf_depth": 3,
  "number_of_hold_buffers_added_after_cts": 0,
  "power.net_switching_mw": 2.02,
  "internal-power_mw": 6.15,
  "dp_worst_setup_slack_ps": 5970,
  "floorplan.die.width_um": 322,
  "transition_time_at_the_pin_with_the_least_slew_margin_ps": 1150,
  "tritoncts_num_sinks": 1120,
  "worst_r2r_startpoint": "Reg26.R[24]$_SDFFE_PP0P_",
  "whs_path_depth": 2,
  "r2r-end": "MulB.Output[24]$_DFF_P_",
  "synth.distinct_cells": 68,
  "report.final.slew_viol_count": 0,
  "total_die_area_um2": 103000,
  "detailedPlacementHpwl_um": 166000,
  "final_cells": 6904,
  "min_period_ps": 5860,
  "grt_antenna_before_repair": 17,
  "mappedNetlistArea_um2": 51100,
  "timing.critical_path.required_ps": 12590,
  "startpoint_type_of_the_worst_setup_path": "input port",
  "grt_setup_unrepaired": "no",
  "crit_end": "MulA.Output[30]$_DFF_P_",
  "final-hold-violation-count": 0,
  "cpMostUsedCell": "sky130_fd_sc_hd__buf_4",
  "yosys_cells": 5576,
  "groute.usage.overall_pct": 55.1,
  "layout_setup_ws_ps": 6140,
  "max_frequency_ghz": 0.171,
  "switching_share_pct": 24.7,
  "timing.slew.headroom_pct": 23.0,
  "critPathMaxFanout": 34,
  "ant_nets": 0,
  "worst_setup_path_end_kind": "flip-flop",
  "worst_reg_to_reg_path_cell_count": 5,
  "worst_skew_pair.late_latency_ps": 730,
  "netlist_instances": 5576,
  "syn_area_per_cell_um2": 9.16,
  "synth-seq-area-share_pct": 43.9,
  "finalCritPeriodShare_pct": 48.8,
  "count_of_endpoints_failing_setup_in_the_final_report": 0,
  "cts.htree.levels": 3,
  "edff_count_synth": 0,
  "finClkSkew_ps": 23.4,
  "avgRoutedWirePerCell_um": 40.2,
  "clk_root_buffer_cell": "sky130_fd_sc_hd__clkbuf_16",
  "synth.top_cell.area_share_pct": 43.9,
  "post_cts_buffers": 0,
  "crit_start": "ReadA[2]",
  "die_y_um": 322,
  "synth-async-reset-ratio_pct": 0,
  "pwr-share-seq_pct": 46.4,
  "crit_path_max_incr_delay_ps": 750,
  "combPwrFrac_pct": 5.8,
  "flop_cell": "sky130_fd_sc_hd__dfxtp_1",
  "synthMostInstantiatedCell": "sky130_fd_sc_hd__nor2_1",
  "numCtsBuffers": 118,
  "finalCoreUtilization_pct": 57.2,
  "ff2ff_setup_slack_ps": 9820,
  "gr-total-overflow": 0,
  "drt-pass1-iter-count": 15,
  "share_clk_of_total_power_pct": 47.8,
  "drive_above_1_share_pct": 9.31,
  "power.density_cell_area_nw_per_um2": 142,
  "setup_total_neg_slack_ps": 0,
  "yosysTopAreaCell": "sky130_fd_sc_hd__dfxtp_1",
  "drt-vias-per-instance": 7.22,
  "clk_transition_reported_paths_ps": 60,
  "final-comb-area_um2": 26700,
  "n_fill_cell": 8866,
  "report.power.total_mw": 8.18,
  "seq_area_um2": 22500,
  "place.port_buffers": 113,
  "synth.top_cells.by_area": "sky130_fd_sc_hd__dfxtp_1 (44%), sky130_fd_sc_hd__mux2i_1 (21%), sky130_fd_sc_hd__a22oi_1 (11%)",
  "placeableCoreArea_um2": 101000,
  "cts_tree": "yes",
  "place_inst": 6671,
  "ys_warn_count": 3,
  "synth-area-yosys_um2": 51100,
  "cpMaxStageDelayCell": "sky130_fd_sc_hd__buf_2",
  "worstPathCellList": "buf_2 -> buf_4 -> nand2b_2 -> nor2_4 -> buf_4 -> a22oi_1 -> nand4_1 -> nor3_1 -> a21oi_1",
  "grt_pass1_wl_um": 377000,
  "number_of_global_route_vias_before_repair": 46300,
  "netlist_top_cells_count": "sky130_fd_sc_hd__nor2_1 (1,182), sky130_fd_sc_hd__dfxtp_1 (1,120), sky130_fd_sc_hd__mux2i_1 (1,063)",
  "arrival_ps": 6450,
  "drt-total-wl_um": 278000,
  "tool_warnings": 32,
  "gp_congestion": 1.08,
  "vdd.ir_drop.worst_mv": 0.130,
  "postCtsResizedCells": 0,
  "timing_worst_setup_path_type": "input port to flip-flop",
  "pin_count_of_the_biggest_net_entering_global_routing": 147,
  "min_path_type": "flip-flop to flip-flop",
  "layout-area-overhead-vs-synth_pct": 12.8,
  "initial_core_util_pct": 50.7,
  "detail_route.iter0.violations": 7960,
  "yosys_register_bits": 1120
}
## critical path, delay by kind of cell
family                 cells  cell delay, ps
buffers and inverters      3            2020
and+or+nand+nor            4            1390
AOI/OAI and AO/OA          2             580
## layer usage
layer / vias up / wire length, µm / track usage, % / share of wire (%)
met5: - / 221 / 0.993 / 0.080
met4: 20 / 23300 / 33.2 / 8.4
met3: 1479 / 48100 / 32.4 / 17
met2: 4640 / 106000 / 70.8 / 38
met1: 23800 / 99800 / 71.1 / 36
li1: 20000 / - / - / -
## logic make-up after synthesis
family                 after synthesis  share of synthesized area [%]
muxes                             1071                           21.0
and+or+nand+nor                   1745                           14.7
AOI/OAI and AO/OA                 1069                           15.8
buffers and inverters              571                           4.65
DFF                               1120                           43.9
## layout make-up
class	instances	area share, %
Inverter	3	0.0195
Multi-Input combinational cell	3885	46.3
Clock inverter	43	0.999
Sequential cell	1120	39.1
Tap cell	1357	2.95
Clock buffer	173	6.11
Antenna cell	17	0.0738
Timing Repair Buffer	306	4.42
## metrics by stage
stage | hold slack [ps] | area [µm²]
floorplan | 463 | 51100
finish | 522 | 57600
CTS | 517 | 57600
global route | 538 | 57600
detailed placement | 503 | 53500
global placement | 495 | 53500
## power groups by stage
| stage | Clock [mW] | Sequential (mW) | Combinational [mW] |
|---|---|---|---|
| after CTS | 3.90 | 3.79 | 0.441 |
| after global routing | 4.05 | 3.79 | 0.469 |
| final | 3.91 | 3.79 | 0.475 |
## worst min path at each step
| stage | to | start |
|---|---|---|
| 6_report | Reg8.R[19]$_SDFFE_PP0P_ | Reg8.R[19]$_SDFFE_PP0P_ |
| 5_1_grt | Reg20.R[27]$_SDFFE_PP0P_ | Reg20.R[27]$_SDFFE_PP0P_ |
| 4_1_cts | MulA.Output[11]$_DFF_P_ | Reg0.R[11]$_SDFFE_PP0P_ |
## cells in the final DEF, fill, tap and decap left out, types with 10 or more instances in the layout
master,netlist,routed
sky130_fd_sc_hd__nand2_1,182,181
sky130_fd_sc_hd__diode_2,0,17
sky130_fd_sc_hd__nor3_1,69,67
sky130_fd_sc_hd__nor4_1,21,21
sky130_fd_sc_hd__dfxtp_4,0,31
sky130_fd_sc_hd__nand2b_1,16,16
sky130_fd_sc_hd__buf_4,15,192
sky130_fd_sc_hd__nand3_1,64,64
sky130_fd_sc_hd__nor2b_1,14,14
sky130_fd_sc_hd__a221oi_1,38,38
sky130_fd_sc_hd__a22oi_1,755,755
sky130_fd_sc_hd__a22o_1,51,51
sky130_fd_sc_hd__mux2i_1,1063,1063
sky130_fd_sc_hd__o32a_1,19,19
sky130_fd_sc_hd__or4_1,11,11
sky130_fd_sc_hd__nor2_4,0,54
sky130_fd_sc_hd__bufinv_16,0,13
sky130_fd_sc_hd__clkbuf_8,0,30
sky130_fd_sc_hd__and4_1,15,15
sky130_fd_sc_hd__a31oi_1,16,16
sky130_fd_sc_hd__a2111oi_0,10,10
sky130_fd_sc_hd__dfxtp_1,1120,1088
sky130_fd_sc_hd__clkinv_2,0,18
sky130_fd_sc_hd__nor2_1,1182,1139
sky130_fd_sc_hd__o21ai_0,25,25
sky130_fd_sc_hd__nand4_1,97,97
sky130_fd_sc_hd__a21oi_1,74,74
sky130_fd_sc_hd__and3_1,12,10
sky130_fd_sc_hd__clkdlybuf4s50_1,0,102
sky130_fd_sc_hd__a32oi_1,12,12
sky130_fd_sc_hd__clkbuf_16,0,121
sky130_fd_sc_hd__a222oi_1,29,29
sky130_fd_sc_hd__clkbuf_1,319,22
sky130_fd_sc_hd__buf_2,117,10
Power figures rest on the tool's default switching activity, not on a simulated workload.
