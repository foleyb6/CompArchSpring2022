### flow/config.mk
export PLATFORM = sky130hd
export DESIGN_NAME = Arithmetic
export DESIGN_NICKNAME = Arithmetic
export VERILOG_FILES = /design/flow/design.v
export SDC_FILE = /design/flow/constraint.sdc
export NUM_CORES = 4
export LEC_CHECK = 1
export CORE_AREA = 10 10 93 93
export DIE_AREA = 0 0 103 103
### flow/constraint.sdc
current_design Arithmetic

set clk_period 15.1
set clk_io_pct 0.2

create_clock -name clk0 -period $clk_period

set non_clock_inputs [all_inputs -no_clocks]
set_input_delay [expr $clk_period * $clk_io_pct] -clock clk0 $non_clock_inputs
set_output_delay [expr $clk_period * $clk_io_pct] -clock clk0 [all_outputs]
### flow/design.v
module Add1(A, B, Cin, Cout, S);
input A, B, Cin;
output Cout, S;
wire W1, W2, W3, W4;
and AND1 (W1, A, B);
and AND2 (W2, A, Cin);
and AND3 (W3, B, Cin);
xor XOR1 (W4, A, Cin);
xor XOR2 (S, W4, B);
or OR1 (Cout, W1, W2, W3);
endmodule
module Adder32(DataA, DataB, CarryOut, RAdd, CarryIn);
input CarryIn;
input [31:0] DataA, DataB;
output CarryOut;
output [31:0] RAdd;
wire W1, W2, W3, W4, W5, W6, W7, W8, W9, W10;
wire W11, W12, W13, W14, W15, W16, W17, W18, W19, W20;
wire W21, W22, W23, W24, W25, W26, W27, W28, W29, W30;
wire W31, W32;
Add1 A1 (DataA[0], DataB[0], CarryIn, W1, RAdd[0]);
Add1 A2 (DataA[1], DataB[1], W1, W2, RAdd[1]);
Add1 A3 (DataA[2], DataB[2], W2, W3, RAdd[2]);
Add1 A4 (DataA[3], DataB[3], w3, W4, RAdd[3]);
Add1 A5 (DataA[4], DataB[4], W4, W5, RAdd[4]);
Add1 A6 (DataA[5], DataB[5], W5, W6, RAdd[5]);
Add1 A7 (DataA[6], DataB[6], W6, W7, RAdd[6]);
Add1 A8 (DataA[7], DataB[7], W7, W8, RAdd[7]);
Add1 A9 (DataA[8], DataB[8], W8, W9, RAdd[8]);
Add1 A10 (DataA[9], DataB[9], W9, W10, RAdd[9]);
Add1 A11 (DataA[10], DataB[10], W10, W11, RAdd[10]);
Add1 A12 (DataA[11], DataB[11], W11, W12, RAdd[11]);
Add1 A13 (DataA[12], DataB[12], W12, W13, RAdd[12]);
Add1 A14 (DataA[13], DataB[13], W13, W14, RAdd[13]);
Add1 A15 (DataA[14], DataB[14], W14, W15, RAdd[14]);
Add1 A16 (DataA[15], DataB[15], W15, W16, RAdd[15]);
Add1 A17 (DataA[16], DataB[16], W16, W17, RAdd[16]);
Add1 A18 (DataA[17], DataB[17], W17, W18, RAdd[17]);
Add1 A19 (DataA[18], DataB[18], W18, W19, RAdd[18]);
Add1 A20 (DataA[19], DataB[19], W19, W20, RAdd[19]);
Add1 A21 (DataA[20], DataB[20], W20, W21, RAdd[20]);
Add1 A22 (DataA[21], DataB[21], W21, W22, RAdd[21]);
Add1 A23 (DataA[22], DataB[22], W22, W23, RAdd[22]);
Add1 A24 (DataA[23], DataB[23], W23, W24, RAdd[23]);
Add1 A25 (DataA[24], DataB[24], W24, W25, RAdd[24]);
Add1 A26 (DataA[25], DataB[25], W25, W26, RAdd[25]);
Add1 A27 (DataA[26], DataB[26], W26, W27, RAdd[26]);
Add1 A28 (DataA[27], DataB[27], W27, W28, RAdd[27]);
Add1 A29 (DataA[28], DataB[28], W28, W29, RAdd[28]);
Add1 A30 (DataA[29], DataB[29], W29, W30, RAdd[29]);
Add1 A31 (DataA[30], DataB[30], W30, W31, RAdd[30]);
Add1 A32 (DataA[31], DataB[31], W31, CarryOut, RAdd[31]);
endmodule
module Arithmetic(ResultC, OverFlow, CarryOut, Zero, Negative, DataA, DataB, CarryIn);
input CarryIn;
input[31:0] DataA, DataB;
output  reg OverFlow, Zero;
output CarryOut, Negative;
output [31:0] ResultC;
Adder32 ADD32(DataA, DataB, CarryOut, ResultC, CarryIn);
assign Negative = ResultC[31];
always
begin
if(DataA[31] == 1 && DataB[31] == 1 && ResultC[31] == 0)
	 OverFlow <= 1;
else if (DataA[31] == 0 && DataB[31] == 0 && ResultC[31] == 1)
	 OverFlow <= 1;
else
	 OverFlow <= 0;
end
always
begin
if(DataA == DataB)
	Zero <= 1;
else
	Zero <= 0;
end
endmodule
### flow/run.sh
#!/bin/bash
# OpenROAD 26Q1-2900-gdf79404cd8, Yosys 0.63+post, stock flow scripts
make -C /OpenROAD-flow-scripts/flow DESIGN_CONFIG=/design/flow/config.mk WORK_HOME=/design/flow/orfs finish
==> flow_summary_export.csv <==
group,metric,value,unit
logic_synthesis,logic_family,"adder cells",
clock_tree,hold_buffers,0,
timing,rsz0062_at_grt,"true",
routing,vias,1040,
finish,regArea,0,µm²
timing,hold_violations,0,
logic_synthesis,synth_seq_share,0,%
finish,drive_gt1_share,27.0,%
power_and_ir_drop,combPwrFrac,100.0,%
clock_tree,post-cts-setup-buffers,0,
place,gp_congestion,0.706,
logic_synthesis,compound_area_share,0,%
logic_synthesis,synth_area,1410,µm²
setup_path,cp.arrival,13.79,ns
place,dp_slack,-2.16,ns
power_and_ir_drop,switching_share,31.2,%
finish,utilization,35.4,%
setup_path,path_delay_family,"adder cells",
global_route,grt.total_usage,7.06,%
setup_path,endpoint_kind,"output port",
place,io_buffers,101,
setup_path,cp_slowest_cell,"clkdlybuf4s50_1",
power_and_ir_drop,p_int,56.7,µW
routing,avgRoutedWirePerCell,14.1,µm
flow_run,drv_cap,0,
die,core,6760,µm²
global_route,grt_max_degree,3,
timing,setup_viol,7,
timing,finalMaxSlewViolations,0,
logic_synthesis,synth_cells,119,
die,ios,101,
timing,max_slew_margin,74.7,%
timing,period_minus_slack,16.81,ns
global_route,grt_pass1_vias,1151,
global_route,grt_overflow,0,
clock_tree,cts-resized-gates,34,
routing,first_pass_iters,2,
die,chip_area,10600,µm²
power_and_ir_drop,power_leakage,0.000965,µW
finish,stdcell_area,2390,µm²
logic_synthesis,yosysWarnings,3,
power_and_ir_drop,power_frac_seq,0,%
die,die_width,103,µm
logic_synthesis,fa_ha_area_share,71.2,%
setup_path,cpMostUsedCell,"fa_2",
finish,clkbuf_count,0,
setup_path,crit_buf_inv,3,
logic_synthesis,synth-xor-area-share,1.25,%
routing,drc,0,
setup_path,cp_max_fo,2,
setup_path,crit_start,"DataA[3]",
place,placed_cell_area,2420,µm²
timing,fin_crit_sh,111,%
outcome,outcome,"complete, but fails checks",
power_and_ir_drop,report.power.total,82.4,µW
setup_path,path_class,"input pin to output port",
setup_path,cp_num_cells,33,
routing,drt_wl_total,3.90,mm
finish,flop-count,0,
timing,fmax,0.0595,GHz
logic_synthesis,yosysChipArea,1410,µm²
routing,ant_nets,0,
timing,fin_tns_setup,-6.70,ns
logic_synthesis,yosys_cells,119,
place,hpwl,3.85,mm
logic_synthesis,synthMuxAreaShare,0.801,%
logic_synthesis,synth_cell_type_count,13,
die,rows,30,
worst_hold_path,hp-class,"input pin to output port",
logic_synthesis,ys_sh_simple,7.03,%
setup_path,crit_required,12.08,ns
setup_path,endpoint,"OverFlow",
finish,area_growth,70.3,%
global_route,grt_pass1_wl,5.82,mm
die,initial_utilization,20.8,%
timing,tightest_slew,0.377,ns
routing,viasPerCell,3.77,
power_and_ir_drop,irDropWorstVdd,0.0000107,V
die,die_height,103,µm
setup_path,start_kind,"input pin",
logic_synthesis,avgSynthCellArea,11.8,µm²
outcome,violations,"negative setup slack",
power_and_ir_drop,switchingPower,25.7,µW
flow_run,warnings,65,
global_route,antenna_found_initial,0,
setup_path,cpPeakStageDelay,0.46,ns
power_and_ir_drop,powerDensity,34.4,nW/µm²
timing,fin_ws,-1.71,ns
power_and_ir_drop,clock_power_share,0,%
routing,diodes,0,
routing,drtIter0Drc,10,
layout by cell type (no fill, tap or decap):
master           instances
mux2_2                   1
nand2_1                  1
clkdlybuf4s50_1         90
inv_1                    9
ha_4                     1
nor4_2                   4
nand4_1                  1
buf_6                    3
fa_1                     3
nand3_1                  1
xnor2_1                  2
fa_2                    27
ha_1                    31
nor4_1                   3
dlymetal6s2s_1           1
clkbuf_2                 1
inv_2                    1
clkdlybuf4s15_2          1
nor3_1                   1
buf_2                    5
nor3_2                   1
buf_4                    8
kinds of logic (layout without fill, tap and decap cells):
kind of cell,after synthesis,count (layout)
buffers and inverters,42,119
XOR/XNOR,2,2
AND/OR/NAND/NOR,12,12
adder cells (fa/ha/maj),62,62
multiplexers,1,1
power by group through the flow:
stage	Clock [µW]	Combinational, µW	Sequential (µW)
CTS	0	85.5	0
finish	0	82.4	0
global route	0	94.4	0
worst min-delay path by stage:
| stage | startpoint | end | slack (ns) | cells after the start |
|---|---|---|---|---|
| final | DataB[3] | ResultC[3] | 6.54 | 2 |
| after global routing | DataB[3] | ResultC[3] | 6.56 | 2 |
| after CTS | DataB[3] | ResultC[3] | 6.54 | 2 |
through the flow:
stage               instances  hold WS (ns)
floorplan                 119          6.11
global route              276          6.56
finish                    276          6.54
detailed placement        276          6.94
global placement          276          6.93
CTS                       276          6.54
per-layer routing:
layer  vias up  track usage (%)  routed length (µm)
met5         -                0                   0
met3         0             3.52                 600
met2        52             11.7                1860
li1        495                -                   -
met4         0                0                   0
met1       493             8.64                1440
synthesized netlist by cell type:
cell type,instances,area (µm²)
ha_1,32,400
xnor2_1,2,17.5
nor3_1,1,5.00
nor3_2,1,10.0
nand3_1,1,5.00
nor4_1,3,18.8
fa_1,30,601
nand4_1,1,6.26
nand2_1,1,3.75
buf_4,32,240
inv_1,10,37.5
mux2_2,1,11.3
nor4_2,4,50.1
final cells by class:
type,count,area (µm²)
Fill cell,680,4360
Inverter,10,37.5
Multi-Input combinational cell,77,1210
Tap cell,80,100
Timing Repair Buffer,109,1050
Power and IR drop assume default switching activity.
